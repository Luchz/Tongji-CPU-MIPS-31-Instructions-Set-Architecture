### flow/design.v
`timescale 1ns / 1ps
module seg_top(
    input clk_in,
    input reset,
    output [7:0] o_seg,
    output [7:0] o_sel
    );
    reg cs, clk;
    integer count;
    wire [31:0] pc;
    always @ (posedge clk_in or posedge reset)
        if(reset == 1'b1)
        begin
            clk <= 0;
            count <= 0;
            cs <= 0;
        end
        else begin if(count < 1000000 - 1)begin
                count <= count + 1;
                cs <= 0;end
            else begin
                clk <= ~clk;
                count <= 0;
                cs <= 1;end
            end
    seg7x16 seg_inst(clk_in, reset, cs, pc, o_seg, o_sel);
endmodule
module seg7x16(
    input clk,
	 input reset,
	 input cs,
	 input [31:0] i_data,
	 output [7:0] o_seg,
	 output [7:0] o_sel
    );
    reg [14:0] cnt;
	 always @ (posedge clk, posedge reset)
      if (reset)
        cnt <= 0;
      else
        cnt <= cnt + 1'b1;
    wire seg7_clk = cnt[14]; 
	 reg [2:0] seg7_addr;
	 always @ (posedge seg7_clk, posedge reset)
	   if(reset)
		  seg7_addr <= 0;
		else
		  seg7_addr <= seg7_addr + 1'b1;
	 reg [7:0] o_sel_r;
	 always @ (*)
	   case(seg7_addr)
		  7 : o_sel_r = 8'b01111111;
		  6 : o_sel_r = 8'b10111111;
		  5 : o_sel_r = 8'b11011111;
		  4 : o_sel_r = 8'b11101111;
		  3 : o_sel_r = 8'b11110111;
		  2 : o_sel_r = 8'b11111011;
		  1 : o_sel_r = 8'b11111101;
		  0 : o_sel_r = 8'b11111110;
		endcase
	 reg [31:0] i_data_store;
	 always @ (posedge clk, posedge reset)
	   if(reset)
		  i_data_store <= 0;
		else if(cs)
		  i_data_store <= i_data;
	 reg [7:0] seg_data_r;
	 always @ (*)
	   case(seg7_addr)
		  0 : seg_data_r = i_data_store[3:0];
		  1 : seg_data_r = i_data_store[7:4];
		  2 : seg_data_r = i_data_store[11:8];
		  3 : seg_data_r = i_data_store[15:12];
		  4 : seg_data_r = i_data_store[19:16];
		  5 : seg_data_r = i_data_store[23:20];
		  6 : seg_data_r = i_data_store[27:24];
		  7 : seg_data_r = i_data_store[31:28];
		endcase
	 reg [7:0] o_seg_r;
	 always @ (posedge clk, posedge reset)
	   if(reset)
		  o_seg_r <= 8'hff;
		else
		  case(seg_data_r)
		    4'h0 : o_seg_r <= 8'hC0;
          4'h1 : o_seg_r <= 8'hF9;
          4'h2 : o_seg_r <= 8'hA4;
          4'h3 : o_seg_r <= 8'hB0;
          4'h4 : o_seg_r <= 8'h99;
          4'h5 : o_seg_r <= 8'h92;
          4'h6 : o_seg_r <= 8'h82;
          4'h7 : o_seg_r <= 8'hF8;
          4'h8 : o_seg_r <= 8'h80;
          4'h9 : o_seg_r <= 8'h90;
          4'hA : o_seg_r <= 8'h88;
          4'hB : o_seg_r <= 8'h83;
          4'hC : o_seg_r <= 8'hC6;
          4'hD : o_seg_r <= 8'hA1;
          4'hE : o_seg_r <= 8'h86;
          4'hF : o_seg_r <= 8'h8E;
		  endcase
	 assign o_sel = o_sel_r;
	 assign o_seg = o_seg_r;
endmodule
### flow/run.sh
#!/bin/bash
# OpenROAD 26Q1-2900-gdf79404cd8, Yosys 0.63+post, stock flow scripts
make -C /OpenROAD-flow-scripts/flow DESIGN_CONFIG=/design/flow/config.mk WORK_HOME=/design/flow/orfs finish
### flow/config.mk
export PLATFORM = sky130hd
export DESIGN_NAME = seg_top
export DESIGN_NICKNAME = seg_top
export VERILOG_FILES = /design/flow/design.v
export SDC_FILE = /design/flow/constraint.sdc
export NUM_CORES = 4
export LEC_CHECK = 1
export CORE_AREA = 10 10 101 101
export DIE_AREA = 0 0 111 111
export SYNTH_HDL_FRONTEND = slang
### flow/constraint.sdc
current_design seg_top

set clk_period 2.6
set clk_io_pct 0.2

create_clock -name clk0 -period $clk_period [get_ports {clk_in}]

set non_clock_inputs [all_inputs -no_clocks]
set_input_delay [expr $clk_period * $clk_io_pct] -clock clk0 $non_clock_inputs
set_output_delay [expr $clk_period * $clk_io_pct] -clock clk0 [all_outputs]
==> flow_summary.json <==
{
  "status": "complete, no violations",
  "coreArea_um2": 8134,
  "dieHeight_um": 111,
  "dp_hpwl_um": 1104,
  "cts_setup_buffers": 0,
  "io_buffers": 15,
  "leakage_uw": 0.0005514,
  "cp-start-kind": "flop",
  "cts_htree_levels": 1,
  "clockBufferDepth": 2,
  "syn_area_um2": 960.9,
  "syn2layout_area_growth_pct": 28.52,
  "ys_cells": 84,
  "worst-path-buf-inv": 1,
  "ctsHoldBuffers": 0,
  "fin_util": 0.1518,
  "critPathKind": "reg2out",
  "worstSetupEndpointType": "output port",
  "crit_fanout": 6,
  "slowest_delay_ns": 0.56,
  "vias": 541,
  "cp.arrival_ns": 1.28,
  "cts_inserted_buffers": 3,
  "io_pins": 18,
  "grt_max_degree": 20,
  "synth_flop_count": 19,
  "required_ns": 2.08,
  "yosysChipArea_um2": 960.9,
  "grt_pass1_vias": 536,
  "max_freq_ghz": 0.5564,
  "routabilityCongestion": 0.7459,
  "drc": 0,
  "maxSlewViolCount": 0,
  "ant_nets": 0,
  "drt-initial-drc-count": 24,
  "root_buffer": "clkbuf_8",
  "grt_overflow": 0,
  "finalClockSkew_ns": 0.007094,
  "grt_pass1_wl_um": 2442,
  "powerDensity_nw_per_um2": 368.7,
  "cts_resized": 0,
  "synth_area_per_cell_um2": 11.44,
  "drive_above_1_share": 0.1146,
  "setup_violations": 0,
  "tns_ns": 0,
  "die_w_um": 111,
  "cp_top_family": "flip-flops",
  "synth_warnings": 32,
  "track_usage": 0.02290,
  "die_area_um2": 12320,
  "cp_slowest_cell": "dfstp_2",
  "tritoncts": "yes",
  "antenna_found_initial": 0,
  "max_slew.worst_pin.slew_ns": 0.7039,
  "unclocked_regs": 3,
  "routed_wl_um": 1417,
  "worst_hold_path_type": "reg2reg",
  "untimed_endpoints": 11,
  "warning_count": 29,
  "max_slew_margin": 0.5302,
  "rsz0062_at_grt": "false",
  "dr.pass1.iters": 3,
  "wl_per_cell_um": 7.050,
  "synth.distinct_cells": 18,
  "antennaDiodeCount": 0,
  "ys_seq_frac": 0.4961,
  "rows": 33,
  "syn_inst": 84,
  "hold_violations": 0,
  "fp-utilization": 0.1181,
  "vias_per_cell": 2.692,
  "peakVddDrop_mv": 0.1126,
  "period_needed_ns": 1.797,
  "path_cells": "clkdlybuf4s50_1",
  "insertion_delay_ns": 0.25,
  "path_clk_slew_ns": 0.06,
  "maxCapViolCount": 0,
  "period_used_share": 0.6913
}
-- logic make-up after synthesis --
logic type	after synthesis	share of synthesized area
xor gates and xnor gates	14	0.1276
adders and majority gates	6	0.07812
buffers and inverters	15	0.08594
DFF	19	0.4961
other	2	0.007815
and+or+nand+nor	28	0.2044
-- placed cells by master (no fill, tap or decap) --
cell and instances:
dfrtp_1 18, nor4_2 4, dfstp_2 1, nor3_1 3
nand3_1 3, xnor2_1 4, nand2b_1 4, nand4_1 1
conb_1 3, clkbuf_8 3, inv_1 7, nand4_2 1
ha_1 6, clkbuf_1 1, nand3_4 2, nand2_1 7
clkdlybuf4s50_1 15, xor2_1 10, nor2_1 3
-- metrics by stage --
stage	total power, uW	hold WS, ns	setup slack [ns]	cells	cell area (um^2)
4_1_cts	466.2	0.4715	0.7784	201	1235
3_5_place_dp	272.6	0.4610	1.049	197	1190
5_1_grt	477.4	0.4925	0.7430	201	1235
3_3_place_gp	272.6	0.4603	1.064	197	1190
2_1_floorplan	266.9	0.4418	1.361	85	964.7
6_report	455.3	0.4662	0.8027	201	1235
-- Yosys cell counts --
master	n	area [um^2]
nand3_4	2	35.03
nand2_1	7	26.28
nand2b_1	4	25.02
conb_1	2	7.510
dfrtp_1	18	450.4
nand4_1	1	6.260
nor4_2	4	50.05
dfstp_2	1	26.28
xnor2_1	4	35.03
nand3_1	3	15.01
clkbuf_1	1	3.750
buf_4	7	52.55
xor2_1	10	87.58
nor3_1	3	15.01
nand4_2	1	12.51
nor2_1	3	11.26
ha_1	6	75.07
inv_1	7	26.28
-- flip-flops by register name, indices dropped and copies added, names as in the netlist --
signal              count
seg_inst.cnt           15
seg_inst.seg7_addr      3
seg_inst.o_seg          1
-- report_power, final --
part / switching (uW) / internal, uW
clock network: 80.1 / 108
logic: 6.51 / 8.90
registers: 0.992 / 250
-- layer usage --
| metal | GRT usage | routed length [um] | up-vias |
|---|---|---|---|
| met2 | 0.03538 | 628 | 9 |
| li1 | - | - | 286 |
| met3 | 0.01314 | 130 | 0 |
| met5 | 0 | 0 | - |
| met4 | 0.002604 | 0 | 0 |
| met1 | 0.02788 | 659 | 246 |
-- cell type report --
type	instances	area, um^2
clock buffer	4	45.04
fill	892	6899
sequential	19	476.7
tap	105	131.4
inverter	7	26.28
multi-input combinational	51	405.4
timing repair buffer	15	150.1
-- path summary, 6_finish.rpt --
path / startpoint / end / slack (ns) / cells past startpoint
worst max-delay path: seg_inst.o_seg[4]$_DFF_PP1_ / o_seg[2] / 0.80 / 1
worst min-delay path: seg_inst.cnt[13]$_DFF_PP0_ / seg_inst.cnt[13]$_DFF_PP0_ / 0.47 / 1
worst max register to register: seg_inst.cnt[0]$_DFF_PP0_ / seg_inst.cnt[14]$_DFF_PP0_ / 1.24 / 4
worst min register to register: seg_inst.cnt[13]$_DFF_PP0_ / seg_inst.cnt[13]$_DFF_PP0_ / 0.47 / 1
max in group asynchronous: reset / seg_inst.cnt[6]$_DFF_PP0_ / 1.47 / 2
min in group asynchronous: reset / seg_inst.cnt[10]$_DFF_PP0_ / 0.68 / 2
Power and IR drop assume default switching activity.
